<file path="flow/design.v">
module i2c_masterv1(
  input clk,
  input rst,
  input [1:0] freqSLCT,  
  output busy,
  output newData,  
  output dataReq,  
  input data_valid,  
  input start,  
  input [1:0] data_byte_size,
  input read_nwrite,  
  input [6:0] addr,  
  input [7:0] data_i,  
  output reg [7:0] data_o,  
  inout SCL ,
  inout SDA );
  localparam READY = 3'b000,
             START = 3'b001,
             ADDRS = 3'b011,
             WRITE = 3'b110,
         WRITE_ACK = 3'b010,
              READ = 3'b111,
          READ_ACK = 3'b101,
              STOP = 3'b100;
  reg [7:0] data_i_buff, data_o_buff;
  wire i2c_clk;  
  reg i2c_clk_half;  
  reg SDA_d;
  reg en;
  reg [2:0] counter;
  reg [1:0] last_byte;
  reg [2:0] state;
  wire moreBytes;
  reg givingADDRS;
  reg SDA_dSys;
  reg I2C_busy;
  always@(posedge clk)
    begin
      SDA_dSys <= SDA;
    end
  wire SDA_negedge = SDA_dSys & ~SDA;
  wire SDA_posedge = ~SDA_dSys & SDA;
  wire in_READY = (state == READY);
  wire in_START = (state == START);
  wire in_ADDRS = (state == ADDRS);
  wire in_WRITE = (state == WRITE);
  wire in_WRITE_ACK = (state == WRITE_ACK);
  wire in_READ = (state == READ);
  wire in_READ_ACK = (state == READ_ACK);
  wire in_STOP = (state == STOP);
  wire in_ACK = in_READ_ACK | in_WRITE_ACK;
  wire SCL_Claim = ~in_READY;
  assign busy = ~in_READY;
  assign newData = in_READ_ACK;
  assign SCL = (SCL_Claim) ? i2c_clk_half : 1'bZ;
  assign dataReq = ~data_valid & ((moreBytes & in_WRITE) | in_ADDRS);
  wire startCond = SCL & SDA_negedge;
  wire stopCond = SCL & SDA_posedge;
  always@(posedge clk or posedge rst) begin
    if(rst)
      I2C_busy <= 1'b0;
    else case(I2C_busy)
      1'b0: I2C_busy <= (in_READY) ? startCond : I2C_busy;
      1'b1: I2C_busy <= (in_READY) ? ~stopCond : I2C_busy;
    endcase      
  end
  wire SDA_Write = (in_READ_ACK | in_START | in_STOP) ? (in_READ_ACK & (~moreBytes)) : data_i_buff[7];
  wire SDA_Claim = in_START | in_ADDRS | in_WRITE | in_READ_ACK | in_STOP;
  assign SDA = (SDA_Claim) ? SDA_Write : 1'bZ;
  always@(negedge i2c_clk) begin
    SDA_d <= SDA;
  end
  assign moreBytes = (data_byte_size != last_byte);
  always@(negedge in_ACK or posedge in_START) begin
    if(in_START) begin
      last_byte <= 2'b11;
    end else begin
      last_byte <= last_byte + 2'b1; 
    end
  end
  always@(posedge clk) begin
    case(state)
        START: givingADDRS <= 1'b1;
        WRITE: givingADDRS <= 1'b0;
         READ: givingADDRS <= 1'b0;
      default: givingADDRS <= givingADDRS;
    endcase
  end
  always@(posedge clk or posedge rst) begin
    if(rst) begin
      en <= 0;
    end else case(en)
      0: en <= in_READY & start;
      1: en <= in_READY;
    endcase
  end
  wire counterDONE = ~|counter;
  always@(negedge i2c_clk_half)  begin
    case(state)
        ADDRS: counter <= counter + 3'd1;
        WRITE: counter <= counter + 3'd1;
         READ: counter <= counter + 3'd1;
      default: counter <= 3'd0;
    endcase
  end
  always@(negedge i2c_clk or posedge rst) begin
    if(rst) begin
      state <= READY;
    end else case(state)
      READY: begin
        state <= (~I2C_busy & en & i2c_clk_half) ? START : state;
      end 
      START: begin
        state <= (~SCL) ? ADDRS : state;
      end
      ADDRS: begin
        state <= (~SCL & counterDONE) ? WRITE_ACK : state;
      end
      WRITE_ACK: begin
        state <= (~SCL) ? ((~SDA_d & (moreBytes | givingADDRS)) ? ((~read_nwrite) ? ((data_valid) ? WRITE : state) : READ): STOP) : state;
      end
      WRITE: begin
        state <= (~SCL & counterDONE) ? WRITE_ACK : state;
      end
      READ: begin
        state <= (~SCL & counterDONE) ? READ_ACK : state;
      end
      READ_ACK: begin
        state <= (~SCL) ? ((moreBytes) ? READ : STOP) : state;
      end
      STOP: begin
        state <= (SCL) ? READY : state;
      end
    endcase
  end
  always@(negedge i2c_clk) begin
    case(state)
      START: begin  
        data_i_buff <= {addr, read_nwrite};
      end
      ADDRS: begin  
        data_i_buff <= (SCL) ? data_i_buff : (data_i_buff << 1);
      end
      WRITE_ACK: begin  
        data_i_buff <= data_i;
      end
      WRITE: begin  
        data_i_buff <= (SCL) ? data_i_buff : (data_i_buff << 1);
      end
      default: begin
        data_i_buff <= data_i_buff;
      end
    endcase
  end
  always@(posedge i2c_clk) begin
    data_o <= (in_READ_ACK) ? data_o_buff : data_o;
  end
  always@(posedge i2c_clk) begin
    data_o_buff <= (SCL & in_READ) ? {data_o_buff[7:0], SDA} : data_o_buff;
  end
  always@(posedge i2c_clk or posedge rst) begin
  if(rst) begin
        i2c_clk_half <= 1;
      end else begin
        i2c_clk_half <= ~i2c_clk_half;
      end
  end
  clockGen_i2cv1 sdaGEN(clk, rst, freqSLCT, i2c_clk);
endmodule 
module clockGen_i2cv1(
  input clk_i,
  input rst,
  input [1:0] freqSLCT,
  output clk_o);
  wire [3:0] clk_array;  
  reg [8:0] clk_d;
  assign clk_o = clk_array[freqSLCT];
  assign clk_array = {clk_d[3],clk_d[5],clk_d[6],clk_d[8]};
  always@(posedge clk_i or posedge rst) begin
    if(rst) begin
        clk_d[0] <= 0;
      end else begin
        clk_d[0] <= ~clk_d[0];
      end
    end
  always@(posedge clk_d[0] or posedge rst) begin
    if(rst) begin
      clk_d[1] <= 0;
    end else begin
      clk_d[1] <= ~clk_d[1];
    end
  end
  always@(posedge clk_d[1] or posedge rst) begin
    if(rst) begin
      clk_d[2] <= 0;
    end else begin
      clk_d[2] <= ~clk_d[2];
    end
  end
  always@(posedge clk_d[2] or posedge rst) begin
    if(rst) begin
      clk_d[3] <= 0;
    end else begin
      clk_d[3] <= ~clk_d[3];
    end
  end
  always@(posedge clk_d[3] or posedge rst) begin
    if(rst) begin
      clk_d[4] <= 0;
    end else begin
      clk_d[4] <= ~clk_d[4];
    end
  end
  always@(posedge clk_d[4] or posedge rst) begin
    if(rst) begin
      clk_d[5] <= 0;
    end else begin
      clk_d[5] <= ~clk_d[5];
    end
  end
  always@(posedge clk_d[5] or posedge rst) begin
    if(rst) begin
      clk_d[6] <= 0;
    end else begin
      clk_d[6] <= ~clk_d[6];
    end
  end
  always@(posedge clk_d[6] or posedge rst) begin
    if(rst) begin
      clk_d[7] <= 0;
    end else begin
      clk_d[7] <= ~clk_d[7];
    end
  end
  always@(posedge clk_d[7] or posedge rst) begin
    if(rst) begin
      clk_d[8] <= 0;
    end else begin
      clk_d[8] <= ~clk_d[8];
    end
  end
endmodule
</file>
<file path="flow/run.sh">
#!/bin/bash
# OpenROAD 26Q1-2900-gdf79404cd8, Yosys 0.63+post, stock flow scripts
make -C /OpenROAD-flow-scripts/flow DESIGN_CONFIG=/design/flow/config.mk WORK_HOME=/design/flow/orfs finish
</file>
<file path="flow/config.mk">
export PLATFORM = sky130hd
export DESIGN_NAME = i2c_masterv1
export DESIGN_NICKNAME = i2c_masterv1
export VERILOG_FILES = /design/flow/design.v
export SDC_FILE = /design/flow/constraint.sdc
export NUM_CORES = 4
export LEC_CHECK = 1
export CORE_UTILIZATION = 40
</file>
<file path="flow/constraint.sdc">
current_design i2c_masterv1

set clk_period 1.0
set clk_io_pct 0.2

create_clock -name clk0 -period $clk_period [get_ports {clk}]

set non_clock_inputs [all_inputs -no_clocks]
set_input_delay [expr $clk_period * $clk_io_pct] -clock clk0 $non_clock_inputs
set_output_delay [expr $clk_period * $clk_io_pct] -clock clk0 [all_outputs]
</file>
==> results_dict.tcl <==
# yosys + openroad results
set metrics [dict create \
    status "aborted with a tool error" \
    failing_step "clock tree synthesis (4_1_cts)" \
    stop_error "[error] [KeplerFormal.cpp:679] Workflow failed: Iso has multiple drivers: .SCL0, SCL$_DFF_PP1_.Q0" \
    yosysWarnings 4 \
    edf_count 25 \
    dp_cells 252 \
    yosysCellCount 149 \
    htree_levels 1 \
    syn_avg_cell_area_um2 13.6 \
    io_buffers 34 \
    dieHeight_um 73.2 \
    post-cts-setup-buffers 2 \
    untimed_endpoints 84 \
    ys.flop_type "edfxtp_1" \
    top_cells_by_count "25 x edfxtp_1, 19 x inv_1, 11 x dfrtp_1" \
    synthesis.area_um2 2030 \
    ys_seq_share_pct 69.3 \
    dpl.hpwl_mm 2.45 \
    synth.top_cell.area_share_pct 37.0 \
    post-synth-top-count-cell "edfxtp_1" \
    cts_buffer_depth 2 \
    ctsHoldBuffers 0 \
    ys_sh_simple_pct 9.38 \
    syn_inst 149 \
    adder_share_pct 1.23 \
    mux_area_share_pct 1.11 \
    unclocked_regs 47 \
    area_leaders "edfxtp_1 37%, dfrtp_1 14%, dfrtn_1 8.6%" \
    top_logic_kind "AND-OR/OR-AND gates" \
    synth.distinct_cells 38 \
    async_flop_share_pct 42.3 \
    cts_buffers 3 \
    cts_resized 20 \
    std_cell_rows 25 \
    compound_area_share_pct 10.9 \
    clock-root-buffer "clkbuf_8" \
    ys.flops 52 \
    synth-xor-area-share_pct 2.47 \
    place_congestion 0.909 \
    die_w_um 73.2 \
    yosys.area.top_type "edfxtp_1" \
    floorplan.core_util_pct 42.4 \
    ys_chip_area_um2 2030 \
    io_pins 37 \
]
## metrics by stage
step	setup TNS [ns]	area, um^2	worst slack, ns	utilization [%]
floorplan	0	2030	0.0651	-
detailed placement	-2.69	2470	-0.863	51.6
global placement	-2.64	2470	-0.884	51.6
## kinds of logic after synthesis
group                    Yosys count
multiplexers                       1
adder cells (fa/ha/maj)            2
XOR/XNOR                           4
AND/OR/NAND/NOR                   34
flip-flops                        52
buffers and inverters             25
AND-OR/OR-AND                     31
