==> /design/flow/design.v <==
module i2c_master(
  input clk,
  input rst,
  input clkI2Cx2,
  input start,  
  output ready,
  output reg i2cBusy,
  output data_available,  
  output data_request,  
  input data_valid,  
  input read_nwrite,  
  input [6:0] addr,  
  input [7:0] data_i,  
  output [7:0] data_o,  
  input [2:0] data_size,  
  input SCL_i,
  output SCL_o,
  output SCL_t,
  input SDA_i,
  output SDA_o,
  output SDA_t);
  localparam READY = 3'b000,
             START = 3'b001,
             ADDRS = 3'b011,
             WRITE = 3'b110,
         WRITE_ACK = 3'b010,
              READ = 3'b111,
          READ_ACK = 3'b101,
              STOP = 3'b100;
  reg [2:0] state;
  wire SDAupdate, SDAshift;
  reg [2:0] byteCounter;
  reg [2:0] bitCounter;
  wire byteCountDone;
  wire bitCountDone;
  wire byteCountUp;
  wire bitCounterReset;
  reg SCLK;  
  reg inAck_d, SDA_d, SCL_d;
  reg SDA_d_i2c;
  reg clkI2Cx2_d;
  reg [7:0] send_buffer, receive_buffer;
  wire clkI2Cx2_negedge = ~clkI2Cx2 &  clkI2Cx2_d;
  wire clkI2Cx2_posedge =  clkI2Cx2 & ~clkI2Cx2_d;
  wire [7:0] addressByte = {addr,read_nwrite};  
  assign data_available = inReadAck;
  wire in_last_byte = (data_size - 3'd1) == byteCounter;
  assign data_request = (~read_nwrite & inAddrs) | (~in_last_byte & inWrite);
  assign      ready = inReady;
  wire     inRead = (state == READ);
  wire     inStop = (state == STOP);
  wire    inReady = (state == READY);
  wire    inStart = (state == START);
  wire    inAddrs = (state == ADDRS);
  wire    inWrite = (state == WRITE);
  wire  inReadAck = (state == READ_ACK);
  wire inWriteAck = (state == WRITE_ACK);
  wire      inAck = inWriteAck | inReadAck;
  wire SCL_claim = ~inReady;
  wire SDA_claim = inStart | inAddrs | inWrite | inReadAck | inStop;
  wire SDA_write = (inStart | inReadAck | inStop) ? (inReadAck & byteCountDone) : send_buffer[7];
  wire   SCL = (SCL_claim) ?    SCLK   : SCL_i;
  wire   SDA = (SDA_claim) ? SDA_write : SDA_i;
  assign SCL_o = SCLK;
  assign SCL_t = ~SCL_claim;
  assign SDA_o = SDA_write;
  assign SDA_t = ~SDA_claim;
  wire    SCL_posedge  =  SCL & ~SCL_d;
  wire    SDA_negedge  = ~SDA &  SDA_d;
  wire    SDA_posedge  =  SDA & ~SDA_d;
  wire  stopCondition  =  SCL & SDA_posedge;
  wire startCondition  =  SCL & SDA_negedge;
  always@(posedge clk) begin
    inAck_d <= inAck;
    SDA_d <= SDA;
    SCL_d <= SCL;
    clkI2Cx2_d <= clkI2Cx2;
    SDA_d_i2c <= (clkI2Cx2_negedge) ? SDA : SDA_d_i2c;
  end
  always@(posedge clk or posedge rst) begin
    if(rst) begin
      i2cBusy <= 1'b0;
    end else case(i2cBusy)
      1'b0: i2cBusy <= startCondition & inReady;
      1'b1: i2cBusy <= ~stopCondition & inReady;
    endcase
  end
  assign data_o = receive_buffer;
  always@(posedge clk) begin
    if(inRead & SCL & clkI2Cx2_posedge)begin
      receive_buffer <= {receive_buffer[6:0],SDA};
    end
  end
  always@(posedge clk) begin
    if(clkI2Cx2_negedge) begin
      if(SDAupdate) begin
        send_buffer <= (inStart) ? addressByte : data_i;
      end else if(SDAshift & ~SCL & |bitCounter) begin
        send_buffer <= {send_buffer << 1};
      end
    end
  end
  assign SDAupdate = inStart | inWriteAck;
  assign SDAshift  = inAddrs | inWrite;
  always@(posedge clk or posedge rst) begin
    if(rst) begin
      state <= READY;
    end else if(clkI2Cx2_negedge) begin
      case(state)
        READY: begin
          state <= (start & SCLK & ~i2cBusy) ? START : state;
        end
        START: begin
          state <= (~SCL) ? ADDRS : state;
        end
        ADDRS: begin
          state <= (~SCL & bitCountDone) ? WRITE_ACK : state;
        end
        WRITE_ACK: begin
          state <= (~SCL) ? ((~SDA_d_i2c & ~byteCountDone) ? ((~read_nwrite) ? ((data_valid) ? WRITE : state) : READ): STOP) : state;
        end
        WRITE: begin
          state <= (~SCL & bitCountDone) ? WRITE_ACK : state;
        end
        READ: begin
          state <= (~SCL & bitCountDone) ? READ_ACK : state;
        end
        READ_ACK: begin
          state <= (~SCL) ? ((byteCountDone) ? STOP : READ) : state;
        end
        STOP: begin
          state <= (SCL) ? READY : state;
        end
      endcase
    end
  end
  assign bitCountDone = ~|bitCounter;
  assign bitCounterReset = inAck|inStart;
  always@(posedge clk or posedge bitCounterReset) begin
    if(bitCounterReset) begin
      bitCounter <= 3'd0;
    end else begin
      bitCounter <= bitCounter + {2'd0,((inAddrs|inWrite|inRead) & SCL_posedge)};
    end
  end
  assign byteCountUp = ~inAck_d & inAck;
  assign byteCountDone = (byteCounter == data_size);
  always@(posedge clk) begin
    if(inStart) begin
      byteCounter <= 3'b111;
    end else begin
      byteCounter <= byteCounter + {2'd0,byteCountUp};
    end
  end
  always@(posedge clk or posedge rst) begin
    if(rst) begin
      SCLK <= 1'b1;
    end else begin
      SCLK <= SCLK ^ clkI2Cx2_posedge;
    end
  end
endmodule 
module clockGen_i2c(
  input clk_i,
  input rst,
  input [1:0] freqSLCT,
  output clk_o);
  wire [3:0] clk_array;  
  reg [8:0] clk_d;
  assign clk_o = clk_array[freqSLCT];
  assign clk_array = {clk_d[3],clk_d[5],clk_d[6],clk_d[8]};
  always@(posedge clk_i or posedge rst) begin
    if(rst) begin
        clk_d[0] <= 0;
      end else begin
        clk_d[0] <= ~clk_d[0];
      end
    end
  always@(posedge clk_d[0] or posedge rst) begin
    if(rst) begin
      clk_d[1] <= 0;
    end else begin
      clk_d[1] <= ~clk_d[1];
    end
  end
  always@(posedge clk_d[1] or posedge rst) begin
    if(rst) begin
      clk_d[2] <= 0;
    end else begin
      clk_d[2] <= ~clk_d[2];
    end
  end
  always@(posedge clk_d[2] or posedge rst) begin
    if(rst) begin
      clk_d[3] <= 0;
    end else begin
      clk_d[3] <= ~clk_d[3];
    end
  end
  always@(posedge clk_d[3] or posedge rst) begin
    if(rst) begin
      clk_d[4] <= 0;
    end else begin
      clk_d[4] <= ~clk_d[4];
    end
  end
  always@(posedge clk_d[4] or posedge rst) begin
    if(rst) begin
      clk_d[5] <= 0;
    end else begin
      clk_d[5] <= ~clk_d[5];
    end
  end
  always@(posedge clk_d[5] or posedge rst) begin
    if(rst) begin
      clk_d[6] <= 0;
    end else begin
      clk_d[6] <= ~clk_d[6];
    end
  end
  always@(posedge clk_d[6] or posedge rst) begin
    if(rst) begin
      clk_d[7] <= 0;
    end else begin
      clk_d[7] <= ~clk_d[7];
    end
  end
  always@(posedge clk_d[7] or posedge rst) begin
    if(rst) begin
      clk_d[8] <= 0;
    end else begin
      clk_d[8] <= ~clk_d[8];
    end
  end
endmodule
==> /design/flow/run.sh <==
#!/bin/bash
# OpenROAD 26Q1-2900-gdf79404cd8, Yosys 0.63+post, stock flow scripts
make -C /OpenROAD-flow-scripts/flow DESIGN_CONFIG=/design/flow/config.mk WORK_HOME=/design/flow/orfs finish
==> /design/flow/config.mk <==
export PLATFORM = sky130hd
export DESIGN_NAME = i2c_master
export DESIGN_NICKNAME = i2c_master
export VERILOG_FILES = /design/flow/design.v
export SDC_FILE = /design/flow/constraint.sdc
export NUM_CORES = 4
export LEC_CHECK = 1
export CORE_UTILIZATION = 40
==> /design/flow/constraint.sdc <==
current_design i2c_master

set clk_period 2.5
set clk_io_pct 0.2

create_clock -name clk0 -period $clk_period [get_ports {clk}]

set non_clock_inputs [all_inputs -no_clocks]
set_input_delay [expr $clk_period * $clk_io_pct] -clock clk0 $non_clock_inputs
set_output_delay [expr $clk_period * $clk_io_pct] -clock clk0 [all_outputs]
==> results.sh <==
# yosys + openroad results
export IMPL_outcome="finished, final reports clean"
export IMPL_async_flop_share=0.351
export IMPL_path_cells="buf_2 -> inv_1 -> ha_4 -> xnor2_1 -> or3_1 -> a22o_1 -> clkdlybuf4s50_1"
export IMPL_setup_tns_ns=0
export IMPL_post_dp_hpwl_um=2400
export IMPL_critPathLaunch="data_size[1]"
export IMPL_drt_initial_drc_count=49
export IMPL_hold_class="reg2async"
export IMPL_grt_pass1_vias=1179
export IMPL_ys_types=41
export IMPL_layout_cells_most_common="clkdlybuf4s50_1"
export IMPL_slew_viol_final=0
export IMPL_critPathCaptureType="output pin"
export IMPL_viasPerCell=5.07
export IMPL_r2r_start="state[0]"
export IMPL_die_height_um=66.8
export IMPL_grt_max_degree=25
export IMPL_gp_congestion=0.829
export IMPL_drive_gt1_frac=0.146
export IMPL_syn_area_per_cell_um2=11.6
export IMPL_hold_viol=0
export IMPL_crit_path_max_incr_delay_ns=0.39
export IMPL_antenna_found_initial=0
export IMPL_worstPathArrival_ns=1.91
export IMPL_totalWireLength_um=3250
export IMPL_ir_drop_v=0.000560
export IMPL_p_per_area_nw_per_um2=1000
export IMPL_clock_root_buffer="clkbuf_8"
export IMPL_fin_cells=249
export IMPL_path_max_fanout=2
export IMPL_worstPathRequired_ns=2.00
export IMPL_antenna_cells=0
export IMPL_grt_pass1_wl_um=5380
export IMPL_core_region_area_um2=4000
export IMPL_skew_ns=0.00499
export IMPL_rr_worst_depth=5
export IMPL_yosysWarningCount=1
export IMPL_ff_latch_area_um2=978
export IMPL_synth_stat_cells=145
export IMPL_placed_cells_incl_taps=240
export IMPL_startpoint_type="input pin"
export IMPL_area_growth_pct=35.9
export IMPL_final_cell_mix="clkdlybuf4s50_1, edfxtp_1, nand2_1"
export IMPL_synthCells=145
export IMPL_clk_latency_ns=0.28
export IMPL_vias=1263
export IMPL_fin_total_pwr_mw=2.29
export IMPL_num_io_pins=42
export IMPL_crit_type="in2out"
export IMPL_numCtsBuffers=5
export IMPL_grt_remaining_overflow=0
export IMPL_cts_reportedPaths_clkPinSlew_ns=0.07
export IMPL_fp_util=0.419
export IMPL_final_antenna_net_count=0
export IMPL_wl_per_cell_um=13.0
export IMPL_finalCriticalPeriod_ns=2.41
export IMPL_synthFlopType="edfxtp_1"
export IMPL_ys_seq_elements=37
export IMPL_clockBufferDepth=2
export IMPL_cpMaxStageDelayCell="clkdlybuf4s50_1"
export IMPL_ys_area_um2=1680
export IMPL_cts_sinks=37
export IMPL_max_freq_ghz=0.415
export IMPL_cts_hold_buf=0
export IMPL_leakagePower_nw=0.904
export IMPL_cts_tree="yes"
export IMPL_fillCellCount=327
export IMPL_rsz0062_at_grt="false"
export IMPL_grt_util_all_layers=0.170
export IMPL_comb_area_um2=651
export IMPL_row_count=23
export IMPL_edf_count=17
export IMPL_warnings=25
export IMPL_die_area_um2=4460
export IMPL_htree_levels=2
export IMPL_synthesis_area_um2=1680
export IMPL_r2r_end="bitCounter[2]"
export IMPL_relSlewSlack=0.697
export IMPL_maxCapViolations=0
export IMPL_die_w_um=66.8
export IMPL_portBuffers=41
export IMPL_drtPass1Iterations=4
export IMPL_post_route_drc_count=0
export IMPL_setup_viol=0
export IMPL_r2r_slack_ns=0.74
export IMPL_fin_crit_sh=0.964
export IMPL_yosys_stat_seqShare=0.583
export IMPL_worst_pin_slew_ns=0.451
[logic make-up (layout without fill, tap and decap cells)]
kind of cell	count (synthesis)	count (layout)	synth area share
simple gates	47	47	0.149
flops	37	37	0.583
compound gates	25	25	0.0977
buf+inv	15	69	0.0365
xor+xnor	8	8	0.0462
mux	8	8	0.0500
fa+ha+maj	5	5	0.0373
[critical path, delay by kind of cell]
kind / cells / cell delay, ns
buffers and inverters: 3 / 0.58
adders and majority gates: 1 / 0.21
and+or+nand+nor: 1 / 0.31
AOI/OAI and AO/OA: 1 / 0.21
xor gates and xnor gates: 1 / 0.11
[cell usage after synthesis, types with 2 or more instances]
master,n,area share
edfxtp_1,17,0.30
or2_1,3,0.011
nand2_1,17,0.038
ha_1,5,0.037
dfxtp_1,7,0.084
nor3_1,5,0.015
inv_1,9,0.020
dfrtp_1,11,0.16
a21oi_1,3,0.0089
a22o_1,3,0.016
o21ai_0,6,0.018
o211ai_1,2,0.0089
clkbuf_1,3,0.0067
nand4_1,2,0.0075
nand2b_1,4,0.015
xnor2_1,6,0.031
o2bb2ai_1,2,0.010
nor2_1,5,0.011
or3_1,2,0.0075
mux2i_1,7,0.042
o21ai_1,5,0.015
dfstp_2,2,0.031
[per-layer routing]
layer  global-route usage  up-vias  routed length, um  share of wire
li1                     -      619                  -              -
met1                0.268      594               1520           0.47
met2                0.255       46               1480           0.46
met3               0.0451        4                206          0.063
met4               0.0213        0                 40          0.012
met5                    0        -                  0              0
[cell type report]
cell class	count	area share
inverter	10	0.0165
timing repair buffer	51	0.206
clock inverter	3	0.00549
sequential	37	0.429
clock buffer	5	0.0302
multi-input combinational	93	0.285
tap	50	0.0274
[through the flow]
| step | util | instance area (um2) | setup slack [ns] | hold WS (ns) |
|---|---|---|---|---|
| floorplan | - | 1680 | 0.631 | 0.339 |
| global placement | 0.549 | 2190 | -0.295 | 0.433 |
| detailed placement | 0.549 | 2190 | -0.331 | 0.434 |
| CTS | 0.569 | 2280 | 0.0491 | 0.453 |
| global route | 0.570 | 2280 | 0.0483 | 0.460 |
| finish | 0.570 | 2280 | 0.0905 | 0.447 |
[registers in the layout, indices dropped and copies added (netlist names)]
signal,count
SCLK,1
SCL_d,1
SDA_d,1
SDA_d_i2c,1
bitCounter,3
byteCounter,3
clkI2Cx2_d,1
i2cBusy,1
inAck_d,1
receive_buffer,8
send_buffer,8
state,8
[power by group]
group	switching (mW)	internal, mW
Combinational	0.440	0.479
Sequential	0.130	0.856
Clock	0.195	0.187
Total	0.765	1.52
[what timing repair did]
item	4_1_cts	5_1_grt
cloned	0	0
pin swaps	4	3
endpoints found under the hold margin	0	0
buffers inserted	0	1
gates resized	11	2
endpoints found under the setup margin	2	1
[how the worst max path moves through the flow]
stage | end | slack (ns) | cells after the start
CTS | data_request | 0.05 | 7
global route | data_request | 0.05 | 7
finish | data_request | 0.09 | 7
